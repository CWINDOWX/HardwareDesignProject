==> /design/flow/design.v <==
`timescale 1ns / 1ps
module CP0_Reg (
    input         clk,
    input         rst,
    input         we,           
    input  [4:0]  addr,         
    input  [31:0] wdata,        
    output reg [31:0] rdata,        
    input         exc_valid_i,         
    input  [4:0]  exc_code_i,          
    input  [31:0] pc_i,                
    input         in_delay_slot_i,     
    input  [31:0] badvaddr_i,          
    input         eret_i,              
    input  [5:0]  hw_int_i,            
    output [31:0] epc_o,               
    output        exl_o,               
    output [31:0] status_o,            
    output [31:0] cause_o,             
    output [31:0] badvaddr_o           
);
    localparam ADDR_BADVADDR = 5'd8;    
    localparam ADDR_COUNT    = 5'd9;    
    localparam ADDR_STATUS   = 5'd12;   
    localparam ADDR_CAUSE    = 5'd13;   
    localparam ADDR_EPC      = 5'd14;   
    localparam [4:0] EXC_INT  = 5'h00;
    localparam [4:0] EXC_ADEL = 5'h04;
    localparam [4:0] EXC_ADES = 5'h05;
    localparam [4:0] EXC_SYS  = 5'h08;
    localparam [4:0] EXC_BP   = 5'h09;
    localparam [4:0] EXC_RI   = 5'h0a;
    localparam [4:0] EXC_OV   = 5'h0c;
    reg [7:0]  status_im_reg;
    reg        status_exl_reg;
    reg        status_ie_reg;
    wire [31:0] status_packed = {
        9'b0,             
        1'b1,             
        6'b0,             
        status_im_reg,    
        6'b0,             
        status_exl_reg,   
        status_ie_reg     
    };
    reg [31:0] epc_reg;
    always @(posedge clk or posedge rst) begin
        if (rst) begin
            epc_reg <= 32'd0;
        end else if (exc_valid_i && (status_exl_reg == 1'b0)) begin
            epc_reg <= in_delay_slot_i ? (pc_i - 32'd4) : pc_i;
        end else if (we && addr == ADDR_EPC) begin
            epc_reg <= wdata;   
        end
    end
    reg        cause_bd_reg;
    reg [1:0]  cause_sw_ip_reg;   
    reg [4:0]  cause_exccode_reg;
    wire [7:0] cause_ip = {hw_int_i, cause_sw_ip_reg};  
    wire [31:0] cause_packed = {
        cause_bd_reg,      
        1'b0,              
        14'b0,             
        cause_ip,          
        1'b0,              
        cause_exccode_reg, 
        2'b00              
    };
    always @(posedge clk or posedge rst) begin
        if (rst) begin
            cause_bd_reg <= 1'b0;
            cause_sw_ip_reg <= 2'b00;
            cause_exccode_reg <= 5'd0;
        end else begin
            if (we && addr == ADDR_CAUSE) begin
                cause_sw_ip_reg <= wdata[9:8];
            end
            if (exc_valid_i && (status_exl_reg == 1'b0)) begin
                cause_bd_reg <= in_delay_slot_i;
                cause_exccode_reg <= exc_code_i;
            end
        end
    end
    always @(posedge clk or posedge rst) begin
        if (rst) begin
            status_im_reg <= 8'd0;
            status_exl_reg <= 1'b0;
            status_ie_reg <= 1'b0;
        end else begin
            if (exc_valid_i && (status_exl_reg == 1'b0)) begin
                status_exl_reg <= 1'b1;
            end
            if (eret_i) begin
                status_exl_reg <= 1'b0;
            end
            if (we && addr == ADDR_STATUS) begin
                status_im_reg <= wdata[15:8];
                status_exl_reg <= wdata[1];
                status_ie_reg <= wdata[0];
            end
        end
    end
    reg [31:0] count_reg;
    reg count_tick;
    always @(posedge clk or posedge rst) begin
        if (rst) begin
            count_reg <= 32'd0;
            count_tick <= 1'b0;
        end else if (we && addr == ADDR_COUNT) begin
            count_reg <= wdata;
        end else begin
            count_tick <= ~count_tick;
            if (count_tick) begin
                count_reg <= count_reg + 32'd1;
            end
        end
    end
    reg [31:0] badvaddr_reg;
    always @(posedge clk or posedge rst) begin
        if (rst) begin
            badvaddr_reg <= 32'd0;
        end else if (exc_valid_i && (status_exl_reg == 1'b0) &&
                     ((exc_code_i == EXC_ADEL) || (exc_code_i == EXC_ADES))) begin
            badvaddr_reg <= badvaddr_i;
        end
    end
    always @(*) begin
        case (addr)
            ADDR_BADVADDR: rdata = badvaddr_reg;
            ADDR_COUNT:    rdata = count_reg;
            ADDR_STATUS:   rdata = status_packed;
            ADDR_CAUSE:    rdata = cause_packed;
            ADDR_EPC:      rdata = epc_reg;
            default:       rdata = 32'd0;
        endcase
    end
    assign epc_o = epc_reg;
    assign exl_o = status_exl_reg;
    assign status_o = status_packed;
    assign cause_o = cause_packed;
    assign badvaddr_o = badvaddr_reg;
endmodule
==> /design/flow/run.sh <==
#!/bin/bash
# OpenROAD 26Q1-2900-gdf79404cd8, Yosys 0.63+post, stock flow scripts
make -C /OpenROAD-flow-scripts/flow DESIGN_CONFIG=/design/flow/config.mk WORK_HOME=/design/flow/orfs finish
==> /design/flow/config.mk <==
export PLATFORM = sky130hd
export DESIGN_NAME = CP0_Reg
export DESIGN_NICKNAME = CP0_Reg
export VERILOG_FILES = /design/flow/design.v
export SDC_FILE = /design/flow/constraint.sdc
export NUM_CORES = 4
export LEC_CHECK = 1
export CORE_UTILIZATION = 30
==> /design/flow/constraint.sdc <==
current_design CP0_Reg

set clk_period 6.1
set clk_io_pct 0.2

create_clock -name clk0 -period $clk_period [get_ports {clk}]

set non_clock_inputs [all_inputs -no_clocks]
set_input_delay [expr $clk_period * $clk_io_pct] -clock clk0 $non_clock_inputs
set_output_delay [expr $clk_period * $clk_io_pct] -clock clk0 [all_outputs]
==> results.py <==
# Flow results
metrics = {
    "synthesis": {
        "synth_area_per_cell_um2": 10.3,
        "yosysCellCount": 690,
        "synth_cell_types": 48,
        "yosys_area_mm2": 0.00707,
        "synth_area_mm2": 0.00707,
        "yosys_warnings": 1,
        "synthCells": 690,
        "yosysSeqAreaShare_pct": 40.7,
        "synth_flop_count": 115,
    },
    "drt": {
        "postRouteWirelength_um": 23600,
        "dr_total_vias": 5937,
        "viasPerCell": 4.80,
        "avgRoutedWirePerCell_um": 19.1,
        "first_pass_iters": 4,
        "ant_nets": 0,
        "antennaDiodeCount": 0,
        "drcViolationCount": 0,
        "drtIter0Drc": 303,
    },
    "die": {
        "die_area_mm2": 0.0242,
        "num_rows": 55,
        "initCoreUtil_pct": 30.9,
        "die_x_um": 156,
        "pin_count": 279,
        "die_height_um": 156,
        "core_mm2": 0.0229,
    },
    "clock_network": {
        "clkLatencyLatePin_ns": 0.41,
        "clockBufferDepth": 2,
        "postCtsHoldBufs": 0,
        "clk_pin_slew_ns": 0.05,
        "post_cts_resized": 0,
        "cts_num_sinks": 115,
        "cts_tree": "done",
        "cts_made_buffers": 17,
        "root_buffer": "clkbuf_16",
        "postCtsSetupBuffers": 0,
        "htreeDepth": 4,
    },
    "sta": {
        "fin_crit_sh_pct": 78.1,
        "slew_headroom_pct": 49.8,
        "timing.hold.ws_ns": 0.516,
        "rsz0062_at_grt": "no",
        "clock-skew-final_ns": 0.00505,
        "layout_setup_ws_ns": 1.33,
        "min_period_ns": 4.77,
        "finalSetupViolCount": 0,
        "setup_tns_ns": 0,
        "worst_slew_pin_slew_ns": 0.753,
        "max_freq_mhz": 210,
        "hold_viol": 0,
        "slew_violations": 0,
    },
    "cells_and_area": {
        "area.sequential_mm2": 0.00288,
        "n_fill_cell": 2184,
        "comb_area_mm2": 0.00381,
        "final_core_util_pct": 44.3,
        "layout_top_cell": "clkdlybuf4s50_1",
        "finalInstanceArea_mm2": 0.0102,
        "drive_above_1_share_pct": 12.8,
        "layout_top_cells": "237 x clkdlybuf4s50_1, 115 x dfrtp_1, 96 x mux2i_1, 73 x nand2_1, 50 x o21ai_0",
        "areaGrowthSynthToFinish_pct": 43.6,
        "final_cells": 1237,
    },
    "global_routing": {
        "antenna_found_initial": 0,
        "grt_usage_pct": 20.4,
        "grt_pass1_wl_um": 36300,
        "grt_start_max_net_pins": 67,
        "grt.overflow.total": 0,
        "grt_pass1_vias": 5907,
    },
    "hold_path": {
        "hp-class": "flip-flop to flip-flop",
        "hold_path_end": "badvaddr_reg[29]",
        "holdPathStages": 1,
        "hold_start": "badvaddr_reg[29]",
    },
    "worst_setup_path": {
        "end_kind": "output port",
        "r2r_cells": 4,
        "critPathMostFrequentCell": "clkdlybuf4s50_1",
        "cp_top_family": "buffers and inverters",
        "arrival_ns": 3.55,
        "path_cells": "clkdlybuf4s50_1, nand3b_1, nor2_1, and2_1, buf_4, a22oi_1, o21ai_0, clkdlybuf4s50_1",
        "worstSetupPathType": "primary input to output port",
        "worstPathMaxFanout": 15,
        "ff2ff_setup_slack_ns": 3.64,
        "timing.rr.start": "status_exl_reg",
        "crit_required_ns": 4.88,
        "cp-start-kind": "primary input",
        "r2r_end": "badvaddr_reg[5]",
        "slowest_delay_ns": 0.52,
        "path_buffers": 3,
        "worst_path_max_delay_cell": "clkdlybuf4s50_1",
    },
    "run_status": {
        "status": "finished clean",
    },
    "flow_run": {
        "cap_violations": 0,
        "warning_count": 25,
    },
    "placement": {
        "placed_cells": 1205,
        "placed_area_mm2": 0.00957,
        "pre_cts_slack_ns": 1.33,
        "gp_congestion": 0.840,
        "numPortBuffers": 238,
        "dp_hpwl_um": 17200,
    },
    "pwr": {
        "p_leak_nw": 4.06,
        "total_power_mw": 2.80,
        "p_per_area_mw_per_mm2": 276,
        "ir_drop_mv": 0.165,
    },
}
[worst max path at each step]
| stage | from | end | cells after the start | slack (ns) |
|---|---|---|---|---|
| 6_report | addr[2] | rdata[31] | 8 | 1.33 |
| 5_1_grt | addr[2] | rdata[31] | 8 | 1.13 |
| 4_1_cts | addr[2] | rdata[31] | 8 | 1.31 |
[per-layer routing]
| metal | wire length [µm] | vias to the layer above | global-route usage (%) |
|---|---|---|---|
| met4 | 199 | 0 | 1.87 |
| li1 | - | 2800 | - |
| met3 | 1460 | 12 | 3.99 |
| met2 | 11100 | 202 | 32.5 |
| met1 | 10800 | 2923 | 30.5 |
| met5 | 0 | - | 0 |
[synth_stat cells, drive strengths merged]
cell type	count	area share (%)
nand3	14	1.1
mux2i	96	14
nand4b	1	0.12
o22ai	3	0.27
dfrtp	115	41
nor2	25	1.3
nor3	13	0.92
nand2b	3	0.27
a22oi	6	0.64
nor2b	1	0.088
and2	2	0.19
nor4	18	2.9
xnor2	31	3.8
xor2	28	3.5
and4bb	1	0.18
a21oi	12	0.85
inv	5	0.27
buf	64	6.3
nand2	73	3.9
and4b	1	0.14
o21a	1	0.11
nand4	14	1.8
ha	2	0.35
or4	2	0.21
o221ai	8	0.99
or3	8	0.71
nor4b	3	0.67
and3	8	0.71
nand3b	2	0.21
or2	1	0.088
clkbuf	23	1.2
conb	2	0.11
mux2	51	8.1
o21ai	52	3.7
nor3b	1	0.11
[cell families (layout without fill, tap and decap cells)]
group,after synthesis,in the layout,synth area share [%]
AOI/OAI and AO/OA,82,82,6.53
xor gates and xnor gates,59,59,7.30
adders and majority gates,2,2,0.354
buffers and inverters,92,288,7.75
DFF,115,115,40.7
muxes,147,147,21.7
other,2,40,0.106
and+or+nand+nor,191,191,15.6
[report_power, final]
group	internal (mW)	switching, mW	leakage (nW)
Clock	0.640	0.367	0.291
Sequential	0.932	0.196	1.40
Combinational	0.440	0.225	2.37
[area by class of cell]
cell class                 instances  share of cell area [%]
inverter                           5                   0.209
sequential                       115                    28.3
multi-input combinational        521                    37.5
timing repair buffer             251                    24.4
clock buffer                      22                    4.76
clock inverter                    10                    1.03
tap                              313                    3.85
Power figures rest on the tool's default switching activity, not on a simulated workload.
